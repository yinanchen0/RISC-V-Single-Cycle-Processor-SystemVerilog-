===== ./design.v =====
module PC(input logic [7:0] immediate,
          input logic PCSrc, clk, reset,
          output logic [7:0] PC);
wire [7:0] az;
assign az=(PCSrc)? immediate:(8'b1+PC);
always_ff @ (posedge clk) 
  begin
    if (reset) 
    PC <= 8'b0;
    else 
    PC = az;
  end
endmodule 

===== ./run.sh =====
#!/bin/bash
# OpenROAD 26Q1-2900-gdf79404cd8, Yosys 0.63+post, stock flow scripts
make -C /OpenROAD-flow-scripts/flow DESIGN_CONFIG=/design/flow/config.mk WORK_HOME=/design/flow/orfs finish

===== ./config.mk =====
export PLATFORM = sky130hd
export DESIGN_NAME = PC
export DESIGN_NICKNAME = PC
export VERILOG_FILES = /design/flow/design.v
export SDC_FILE = /design/flow/constraint.sdc
export NUM_CORES = 4
export LEC_CHECK = 1
export CORE_AREA = 10 10 70 70
export DIE_AREA = 0 0 80 80

===== ./constraint.sdc =====
current_design PC

set clk_period 1.4
set clk_io_pct 0.2

create_clock -name clk0 -period $clk_period [get_ports {clk}]

set non_clock_inputs [all_inputs -no_clocks]
set_input_delay [expr $clk_period * $clk_io_pct] -clock clk0 $non_clock_inputs
set_output_delay [expr $clk_period * $clk_io_pct] -clock clk0 [all_outputs]

==> impl_metrics.json <==
{
  "status": "completed",
  "xor_share_pct": 7.07,
  "die_area_mm2": 0.00640,
  "hold_slack_ns": 0.510,
  "syn_inst": 44,
  "rsz0062_at_grt": "no",
  "timing.final.crit_share_pct": 96.8,
  "root_buffer": "clkbuf_4",
  "simple_gate_share_pct": 22.9,
  "avgViaCountPerCell": 3.35,
  "ys_types": 16,
  "cts_tree": "built",
  "edf_count": 0,
  "crit_chain": "clkdlybuf4s50_1",
  "cpPeakStageDelay_ns": 0.46,
  "vias": 378,
  "diodes": 0,
  "overflow": 0,
  "die_w_um": 80,
  "hold_start": "PC[7]",
  "start_kind": "flip-flop",
  "grt_pass1_wl_mm": 1.68,
  "yosysTopAreaCellShare_pct": 43.1,
  "worst_ep_required_time_ns": 1.12,
  "gp_congestion": 0.687,
  "synth_chip_area_um2": 372,
  "hold_violations": 0,
  "critical_path.slowest_cell": "clkdlybuf4s50_1",
  "top_cells_by_area": "dfxtp_1 (43%), nor2_1 (8.1%), a311oi_1 (7.1%), xor2_1 (7.1%), or3_1 (5.1%)",
  "flop_cell": "dfxtp_1",
  "ys_seq_elements": 8,
  "synth.comb.largest_family": "simple AND/OR/NAND/NOR gates",
  "synth.area.mux_share_pct": 2.69,
  "power.density_mw_per_mm2": 798,
  "synth-async-reset-ratio_pct": 0,
  "final-setup-viol-count": 0,
  "clock_latency_ns": 0.25,
  "num_rows": 21,
  "criticalPathCategory": "flip-flop to output pin",
  "ys_seq_share_pct": 43.1,
  "synthAoiAreaFrac_pct": 17.8,
  "dp.final_hpwl_um": 895,
  "largest_reg_flops": 8,
  "crit_family": "buffers and inverters",
  "regMostFlops": "PC",
  "pin_count": 19,
  "synth_adder_area_share_pct": 3.37,
  "tightest_slew_ns": 0.326,
  "min_delay_worst_endpoint": "PC[7]",
  "rr_startpoint": "PC[0]",
  "cts_sinks": 8,
  "coreArea_mm2": 0.00342,
  "drtIter0Drc": 27,
  "worst-endpoint-arrival_ns": 1.07,
  "wirelength_mm": 1.11,
  "cts_buffer_depth": 2,
  "yosys_warnings": 1,
  "die_y_um": 80,
  "avgRoutedWirePerCell_um": 9.81,
  "holdPathStages": 2,
  "avgSynthCellArea_um2": 8.45,
  "cts_inserted_buffers": 3,
  "syn_to_final_growth_pct": 84.5,
  "warnings": 25,
  "slew_headroom_pct": 78.3,
  "top_regs": "PC (8)",
  "hold_class": "flip-flop to flip-flop",
  "syn-cell-area_um2": 372,
  "crit_buf_inv": 1,
  "synth_area_leader_cell": "dfxtp_1",
  "reg2reg_slack_ns": 0.08,
  "postRouteAntennaNets": 0,
  "first_pass_iters": 2,
  "drv_slew": 0,
  "startpoint": "PC[0]",
  "netlist_top_cells_count": "dfxtp_1 (8), nor2_1 (8), nand2_1 (4)",
  "clock.fmax_mhz": 738,
  "r2r_end": "PC[6]",
  "crit_fanout": 4,
  "ir_drop_uv": 520,
  "numPortBuffers": 18,
  "grt_use_total_pct": 3.37,
  "p_leak_nw": 0.256,
  "maxCapViolCount": 0,
  "worst-r2r-cell-count": 4,
  "grt_pass1_vias": 375,
  "cts.htree.levels": 1,
  "antenna_found_initial": 0,
  "holdBufCountCts": 0,
  "fin_worst_skew_ns": 0.00164,
  "clkTransAtPathRegs_ns": 0.05,
  "utilization_pct": 20.1,
  "drive_above_1_share_pct": 26.9,
  "min_period_ns": 1.35,
  "ys_cells": 44,
  "cp-end-kind": "output pin",
  "grt_max_degree": 12,
  "drc": 0,
  "fp_util_pct": 10.9
}
==> per-layer routing <==
layer	wire length (µm)	GRT usage [%]	vias to the layer above
met3	137	3.07	0
met2	327	3.61	19
met1	644	4.91	156
li1	-	-	203
met5	0	0	-
met4	0	0	0
==> how the worst max path moves through the flow <==
stage       end  slack, ns  depth (start not counted)
6_report  PC[0]       0.05                          1
5_1_grt   PC[5]      0.005                          1
4_1_cts   PC[2]      0.007                          1
==> cell type report <==
class,count,area (µm²)
tap,46,57.6
clock buffer,3,22.5
sequential,8,183
fill,378,2730
inverter,1,3.75
timing repair buffer,22,211
multi-input combinational,33,208
==> timing repair <==
item                                    4_1_cts  5_1_grt
resized                                       8        9
hold endpoints to repair                      0        0
pin swaps                                     0        0
endpoints found under the setup margin        6        8
buffers inserted                              0        3
==> per-stage QoR <==
stage	TNS (ns)	power (mW)	setup slack (ns)	area [µm²]	std cells
floorplan	0	0.296	0.116	372	44
global placement	-0.0908	0.373	-0.0322	617	108
detailed placement	-0.265	0.374	-0.0751	617	108
CTS	0	0.547	0.00716	641	110
global route	0	0.583	0.00511	686	113
finish	0	0.547	0.0455	686	113
==> power by group <==
group          internal, mW  switching (mW)
Combinational        0.0754          0.0378
Sequential            0.244          0.0147
Clock                0.0980          0.0770
Total                 0.417           0.129
==> cells by family after synthesis <==
| group | after synthesis |
|---|---|
| flops | 8 |
| fa+ha+maj | 1 |
| compound gates | 10 |
| xor+xnor | 3 |
| mux | 1 |
| simple gates | 18 |
| buf+inv | 3 |
==> layout by cell type, fill, tap and decap left out, drive strengths merged <==
cell type      synthesis  layout
nor2                   8       8
a311oi                 3       3
o21ai                  3       3
nand4                  1       1
dlymetal6s2s           0       1
xor2                   3       3
dlygate4sd2            0       1
nand2                  4       4
a211oi                 2       2
a21oi                  2       2
nand3                  2       2
clkbuf                 2       3
ha                     1       1
clkdlybuf4s50          0      16
mux2i                  1       1
inv                    1       1
buf                    0       4
or3                    3       3
dfxtp                  8       8
No activity file was given, so power comes from the tool's default toggle rates.
