[/design/flow/run.sh]
#!/bin/bash
# OpenROAD 26Q1-2900-gdf79404cd8, Yosys 0.63+post, stock flow scripts
make -C /OpenROAD-flow-scripts/flow DESIGN_CONFIG=/design/flow/config.mk WORK_HOME=/design/flow/orfs finish
[/design/flow/config.mk]
export PLATFORM = sky130hd
export DESIGN_NAME = reg_file_alu
export DESIGN_NICKNAME = reg_file_alu
export VERILOG_FILES = /design/flow/design.v
export SDC_FILE = /design/flow/constraint.sdc
export NUM_CORES = 4
export LEC_CHECK = 1
export CORE_UTILIZATION = 30
export SYNTH_HDL_FRONTEND = slang
[/design/flow/constraint.sdc]
current_design reg_file_alu

set clk_period 9.1
set clk_io_pct 0.2

create_clock -name clk0 -period $clk_period [get_ports {clk}]

set non_clock_inputs [all_inputs -no_clocks]
set_input_delay [expr $clk_period * $clk_io_pct] -clock clk0 $non_clock_inputs
set_output_delay [expr $clk_period * $clk_io_pct] -clock clk0 [all_outputs]
[/design/flow/design.v]
module reg_file_alu(input logic [3:0] RA1,RA2,WA,
           input logic [7:0] immediate,
           input logic write_enable,ALUSrc,clk,
           input logic [1:0] ALUControl,
           output logic [7:0] ALUResult,cpu_out,
           output logic Zero);
 logic [7:0] rf [0:15];
 logic [7:0] SrcA,SrcB,RD2;
assign SrcA = rf[RA1];  
assign RD2 = rf[RA2];
assign SrcB = (ALUSrc)? immediate : RD2; 
assign cpu_out = rf[15];  
always_ff @ (posedge clk) 
  begin
    if (write_enable && WA > 0)
    begin  
        rf[WA] <= ALUResult;
    end
    rf[0]<=8'd0;
  end
always_comb 
case(ALUControl)
    2'b00 : ALUResult = SrcA & SrcB;  
    2'b01 : ALUResult = SrcA | SrcB;  
    2'b10 : ALUResult = SrcA + SrcB;  
    2'b11 : ALUResult = SrcA - SrcB;  
endcase    
always_latch begin 
    if(ALUResult == 0) 
        Zero = 1;
    else 
        Zero = 0;
end
endmodule
==> out/results.txt <==
Final Hold Violation Tally: 0
Pleak: 2.767 nW
Ao+oa area frac: 9.240%
Die Wd: 150.9 µm
Final WL: 17790 µm
Die outline height: 150.9 µm
Post-synth ARST share: 0%
Total CTS buffers: 17
Setup crit start kind: primary input
Syn-to-layout area delta: 22.37%
Crit Path Category: in -> out
Number of enable flip-flop cells: 120
Top cell area share: 54.20%
F_max: 117.8 MHz
H-tree Lvls: 4
Global Route Usage Sum: 17.16%
Post-synth area from yosys stat: 6649 µm²
Worst-Margin Slew: 0.9679 ns
Hold buffer count at cts: 0
Vias in the first global route: 4718
Detailed Place HPWL: 12780 µm
MaxCap Viol Count: 0
Layout cell share with drive strength beyond 1: 26.21%
Drt pass-1 iters: 4
Clock sink count: 120
Min Clock Period, post-route: 8.489 ns
Power per Cell Area: 200.2 nW/µm²
Initial antenna violation count: 0
Setup Fix Bufs, Post-CTS: 0
Clk latency late pin: 0.40 ns
# diodes: 0
Mux cell area share: 21.58%
TNS Setup: 0 ns
Io pins: 42
Filler cell count: 2015
ANT nets after route: 0
HP Class: reg -> reg
Crit path max fanout: 10
Top_reg_cell synth: edfxtp_1
CTS tree: yes
RD Place Congestion: 0.9515
Post-synthesis instance total: 455
Yosys cell count: 455
Clock root cell: clkbuf_16
Die area: 22760 µm²
Slew HR: 35.23%
Vias: 4432
Clock-pin slew on the worst setup and hold paths: 0.05 ns
Post-Synthesis Cell Area: 6649 µm²
First-pass GRT wire length: 27190 µm
Top cell excl fill/tap: edfxtp_1
Yosys cell types: 64
Core Util, Final: 37.40%
Synth warn: 0
Worst EP required: 7.28 ns
Yosys top cell by area: edfxtp_1
I/O Buffers: 41
Maximum buffer depth of the clock tree: 2
Per-cell routed wire length: 21.75 µm
RSZ-0062 raised after global routing: false
Top cells by area: edfxtp_1 (54%), mux4_2 (13%), mux2_2 (4.6%)
Rows: 54
Xor/xnor share: 1.054%
Synth flops: 120
Most numerous logic cells after layout: edfxtp_1 (120), clkdlybuf4s50_1 (39), mux4_2 (37)
GRT overflow: 0
Status: finished clean
Max-slew violation count: 0
Main logic family after synthesis: multiplexers
Final setup viols: 0
Largest Register: rf
DRT iter0 DRCs: 247
Drt drc: 0
Tool warning count: 27
Biggest regs: rf (120)
Largest net degree at the start of global routing: 35
Post-synthesis adder-cell area fraction: 2.333%
Simple share: 8.280%
Critical path endpoint category: primary output
Post-synth seq share: 54.20%
Final setup skew: 0.006947 ns
Crit path DAT: 6.67 ns
Total core area: 21760 µm²
Via-to-Cell Ratio: 5.418
Syn_area_per_cell: 14.61 µm²
Resize count post-CTS: 0
Max reg flops: 120
Worst-case vdd ir drop: 94.26 µV
Floorplan core density: 30.56%
Cycle use final: 93.29%
==> routing by layer <==
layer / GRT usage [%] / wire length, µm / up-vias / part of all wire [%]
li1: - / - / 1991 / -
met1: 21.31 / 6803 / 2176 / 38
met2: 26.61 / 8485 / 242 / 48
met3: 10.69 / 2265 / 23 / 13
met4: 2.150 / 234 / 0 / 1.3
met5: 0.6818 / 0 / - / 0
==> metrics by stage <==
step	power (mW)	cell area, µm²	setup WS [ns]	instances	hold WS (ns)
2_1_floorplan	0.8477	6649	1.531	455	1.201
3_3_place_gp	0.9642	7547	0.6876	788	1.358
3_5_place_dp	0.9673	7547	0.6552	788	1.366
4_1_cts	1.635	8137	0.6194	818	1.379
5_1_grt	1.688	8137	0.2494	818	1.465
6_report	1.629	8137	0.6106	818	1.376
==> report_power, final <==
group	leakage, nW	internal, mW	total [mW]	switching (mW)
Clock	0.281	0.450	0.671	0.221
Sequential	1.09	0.659	0.664	0.00459
Combinational	1.40	0.131	0.294	0.163
Total	2.77	1.24	1.63	0.389
==> cell type report <==
cell class	instances	area [µm²]	area share [%]
sequential	120	3603	44.29
clock buffer	19	432.9	5.321
clock inverter	11	156.4	1.922
multi-input combinational	294	2843	34.94
tap	280	350.3	4.306
inverter	16	60.06	0.7381
timing repair buffer	78	690.7	8.488
==> kinds of logic (layout without fill, tap and decap cells) <==
logic type                 Yosys count  after routing
DFF                                120            120
and+or+nand+nor                    107            107
AOI/OAI and AO/OA                   82             82
muxes                               85             85
adders and majority gates           12             12
xor gates and xnor gates             8              8
buffers and inverters               41            124
==> path summary, 6_finish.rpt <==
kind	start	end	slack, ns	depth (start not counted)
worst max register to register	rf[15][1]	rf[10][7]	4.67	19
worst min register to register	rf[2][3]	rf[11][3]	1.38	5
worst max-delay path	RA2[2]	Zero	0.61	16
worst min-delay path	rf[2][3]	rf[11][3]	1.38	5
==> synth_stat cells, types with 2 or more instances <==
master	number
or3_1	3
a2111oi_0	3
o32ai_1	4
a221o_1	2
edfxtp_1	120
nand4bb_1	2
buf_2	13
o21a_1	2
nor3_1	9
nor2b_1	6
o31ai_1	4
o211ai_1	3
nand3b_1	2
a221oi_1	8
xnor2_1	4
inv_1	16
clkbuf_1	6
buf_4	2
o2bb2ai_1	2
nand2_1	21
o21ai_0	11
mux2i_1	14
a31oi_1	7
xor2_1	4
nand2b_1	9
mux4_1	5
or2_2	4
mux2_2	27
o221ai_1	3
nor2_1	34
a21oi_1	12
nor4_1	2
mux4_2	37
o22ai_1	4
a21boi_0	2
ha_1	10
nor3b_1	3
and2_1	2
nand3_1	4
buf_6	2
a22oi_1	4
==> worst max-delay path, cell delays in order <==
cell	delay [ns]
clkdlybuf4s50_1	0.64
inv_1	0.37
mux4_2	0.55
a22oi_1	0.32
and2_0	0.36
xnor2_1	0.13
ha_1	0.35
nor2b_1	0.15
o21ai_0	0.21
a21boi_0	0.15
o21ai_0	0.22
nor3b_1	0.27
o32ai_2	0.15
nand4bb_1	0.23
nor4_1	0.22
clkdlybuf4s50_1	0.51
No activity file was given, so power comes from the tool's default toggle rates.
