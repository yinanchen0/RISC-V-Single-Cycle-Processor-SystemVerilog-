[./run.sh]
#!/bin/bash
# OpenROAD 26Q1-2900-gdf79404cd8, Yosys 0.63+post, stock flow scripts
make -C /OpenROAD-flow-scripts/flow DESIGN_CONFIG=/design/flow/config.mk WORK_HOME=/design/flow/orfs finish
[./config.mk]
export PLATFORM = sky130hd
export DESIGN_NAME = alu
export DESIGN_NICKNAME = alu
export VERILOG_FILES = /design/flow/design.v
export SDC_FILE = /design/flow/constraint.sdc
export NUM_CORES = 4
export LEC_CHECK = 1
export CORE_AREA = 10 10 72 72
export DIE_AREA = 0 0 82 82
export SYNTH_HDL_FRONTEND = slang
[./constraint.sdc]
current_design alu

set clk_period 9.2
set clk_io_pct 0.2

create_clock -name clk0 -period $clk_period

set non_clock_inputs [all_inputs -no_clocks]
set_input_delay [expr $clk_period * $clk_io_pct] -clock clk0 $non_clock_inputs
set_output_delay [expr $clk_period * $clk_io_pct] -clock clk0 [all_outputs]
[./design.v]
module alu(input logic [7:0] SrcA,SrcB,
           input logic [1:0] ALUControl,
           output logic [7:0] ALUResult,
           output logic Zero);
always_comb 
case(ALUControl)
    2'b00 : ALUResult = SrcA & SrcB;  
    2'b01 : ALUResult = SrcA | SrcB;  
    2'b10 : ALUResult = SrcA + SrcB;  
    2'b11 : ALUResult = SrcA - SrcB;  
default : ALUResult = 8'bx;
endcase    
always_latch begin 
    if(ALUResult == 0) 
        Zero = 1;
    else 
        Zero = 0;
end
endmodule 
==> changes_impl.md <==
### Metrics

* Result of the run: complete, no violations
* Cell area reported after detailed placement at 1050 um2
* Cells in synth_stat.txt at 102
* Period Utilization, post-route at 79.9%
* Total count of hold-check failures in the final report at 0
* Data arrival time at the worst-slack endpoint at 5.51 ns
* Distinct lib cells at 36
* Synth top area share at 16.9%
* VDD IR max at 0.0000277 V
* Placement Rows at 22
* ANT nets after route at 0
* Floorplan core density at 20.0%
* GRT Resource Usage Total at 6.08%
* Via count of the first global-routing pass at 726
* Global-route wire length before repair at 3410 um
* Endpoint kind of the worst setup timing path: primary output
* Setup TNS Final at 0 ns
* Cell type with the highest aggregate area in the netlist: ha_1
* Worst min-delay path category: in2out
* Max-cap violations at 0
* Relative slew margins at approximately 64%
* Sort of element at the start of the critical path: input pin
* Detailed-router iteration count before antenna repair at 4
* Logic area at 666 um2
* Placed cell count at 174
* Total standard cell area after synthesis at about 740 um2
* Count of unresolved DRC violations after routing at 0
* Fill cell total of the finished layout at 419
* Number of logged tool warnings at 34
* Grt total ovfl at 0
* Hold_buf cts at 0
* Initial drt markers at 21
* Actual transition at the worst max-transition pin at 0.531 ns
* Ordered list of cells on the worst path: clkdlybuf4s50_1 -> nand2_1 -> o21ai_1 -> inv_1 -> ha_1 -> nor2b_1 -> o31ai_2 -> o211a_1 -> xnor3_1 -> nor2_1 -> o21ai_1 -> a2111oi_2 -> clkdlybuf4s50_1
* Fraction of final layout cells with drive strength greater than 1 at 5.56%
* RSZ-0062 raised after global routing: false
* Sequential fraction of the synthesis area at 0%
* Final Core Density at between 20 and 30%
* Per-cell routed wire length at 11.7 um
* Number of slew-limit violations in the final report at 0
* Routability cong. at 0.840
* Final Setup Violations at 0
* Largest fanout on the critical path at 14
* Port Buffer Count at 27
* Top sig layer: met3
* Routed vias/inst at 4.38
* Width of the chip at between 80 and 90 um
* Die outline area at 6720 um2
* Number of antenna violations at the first check in global routing at 0
* Count of flip-flops and latches at 0
* Non-filler cells in the finished layout at between 150 and 200
* Family of cells with the greatest summed delay on the critical path: buffers and inverters
* Number of top-level pins at 27
* Cell area power density at slightly above 70 nW/um2
* CTS-repair resized insts at 0
* Crit path time final at about 7.4 ns
* Cell leakage power at ~0.00043 uW
* Overall power consumption at between 70 and 80 uW
* Area of all placed cells without fillers at about 1000 um2
* Core Footprint at 3690 um2
* Class of the most critical setup path: in2out
* HPWL after detailed placement at approximately 1800 um
* Worst path slowest cell: clkdlybuf4s50_1
* Aggregate routed wire length at 2040 um
* Req. time, crit path at around 7.4 ns
* Inserted Diodes at 0
* Crit-path max cell delay at 0.80 ns
* Max Freq at between 0.1 and 0.15 GHz
* Number of clock-tree buffers in the layout at 0
* Vertical die size at a little over 80 um
* Cell area leaders: ha_1 17%, nor2_1 5.6%, a21oi_1 5.4%
* Seq. cell area at 0 um2
* CP Buf/Inv Count at 3
* Metal1 wirelength at 1050 um
* Post-CTS Setup Repair Bufs at 0
* Pin count of the biggest net entering global routing at 15
* Yosys chip area at 738 um2
* Yosys synthesis warning count at 0
* Synth-to-Final Area Change at 41.9%
* Vias at 762
* Total met2 wirelength after detailed routing at between 800 and 900 um
* Avg Synthesized Cell Area at 7.24 um2
* Met3 wirelength from detailed routing at approximately 140 um
* Synthesized instance count at 102
-- through the flow --
| stage | setup WS (ns) | hold WS (ns) |
|---|---|---|
| finish | 1.85 | 4.78 |
| floorplan | 3.39 | 3.74 |
| CTS | 1.83 | 4.81 |
| global route | 1.51 | 4.89 |
| global placement | 1.87 | 4.79 |
| detailed placement | 1.83 | 4.80 |
-- cell families (layout without fill, tap and decap cells) --
family	Yosys count	in the layout	synth area share, %
AND/OR/NAND/NOR	34	34	23.2
AND-OR/OR-AND	31	31	29.3
adder cells (fa/ha/maj)	14	14	23.7
buffers and inverters	13	37	9.83
XOR/XNOR	9	9	12.5
multiplexers	1	1	1.36
-- final timing paths --
kind	startpoint	end	slack, ns	cells past startpoint
max	ALUControl[1]	Zero	1.85	13
min	SrcA[3]	ALUResult[3]	4.78	4
-- synth_stat cells (3+ instances only) --
cell     instances
o21ai_1          6
nand2_1         10
o21ai_0          3
nor2_1          11
xnor2_1          4
inv_1            9
ha_1            10
xor2_1           4
maj3_1           3
nor3_1           4
a21oi_1          8
-- where the power goes --
part	internal, uW	switching [uW]
registers	0	0
clock network	0	0
logic	41.4	32.8
total	41.4	32.8
-- worst min-delay path, stage by stage --
cell	delay, ns
clkdlybuf4s50_1	0.46
nor2_1	0.11
o32ai_1	0.11
clkdlybuf4s50_1	0.42
-- placed cells by master (no fill, tap or decap), types with 2 or more instances in the layout --
| cell type | n |
|---|---|
| nand2_1 | 10 |
| ha_1 | 10 |
| a31o_1 | 2 |
| o21a_1 | 2 |
| xnor2_1 | 4 |
| inv_1 | 9 |
| nor3_1 | 4 |
| o21ai_0 | 3 |
| o21ai_1 | 6 |
| nor2_1 | 11 |
| nor2b_1 | 2 |
| clkdlybuf4s50_1 | 27 |
| a21oi_1 | 8 |
| maj3_1 | 3 |
| or3_1 | 2 |
| xor2_1 | 4 |
-- layout make-up --
class              count  area share [%]
multi-input cells     89            63.6
inverters             10            4.90
repair buffers        27            25.8
well taps             48            5.73
-- per-layer routing --
metal	vias to the layer above	track usage [%]
met2	22	9.80
met3	0	0.881
li1	413	-
met1	327	8.91
met5	-	0
met4	0	0
Power figures rest on the tool's default switching activity, not on a simulated workload.
